### flow/config.mk
export PLATFORM = sky130hd
export DESIGN_NAME = Quartus_single_port_ram_256
export DESIGN_NICKNAME = Quartus_single_port_ram_256
export VERILOG_FILES = /design/flow/design.v
export SDC_FILE = /design/flow/constraint.sdc
export NUM_CORES = 4
export LEC_CHECK = 1
export CORE_UTILIZATION = 40
### flow/constraint.sdc
current_design Quartus_single_port_ram_256

set clk_period 69.8
set clk_io_pct 0.2

create_clock -name clk0 -period $clk_period [get_ports {clk}]

set non_clock_inputs [all_inputs -no_clocks]
set_input_delay [expr $clk_period * $clk_io_pct] -clock clk0 $non_clock_inputs
set_output_delay [expr $clk_period * $clk_io_pct] -clock clk0 [all_outputs]
### flow/design.v
module Quartus_single_port_ram_256
#(parameter DATA_WIDTH=8, parameter ADDR_WIDTH=8)
(
	input [(DATA_WIDTH-1):0] data,
	input [(ADDR_WIDTH-1):0] addr,
	input we, clk,
	output [(DATA_WIDTH-1):0] q
);
	reg [DATA_WIDTH-1:0] ram[255:0];
	reg [ADDR_WIDTH-1:0] addr_reg;
	always @ (posedge clk)
	begin
		if (we)
			ram[addr] <= data;
		addr_reg <= addr;
	end
	assign q = ram[addr_reg];
endmodule
### flow/run.sh
#!/bin/bash
# OpenROAD 26Q1-2900-gdf79404cd8, Yosys 0.63+post, stock flow scripts
make -C /OpenROAD-flow-scripts/flow DESIGN_CONFIG=/design/flow/config.mk WORK_HOME=/design/flow/orfs finish
==> out/qor.log <==
qor: outcome.run_status completed
qor: min_path.holdCritPathClass primary input to flip-flop
qor: synthesis.postSynthAreaPerCell 21.3 µm²
qor: floorplan.die_w 448 µm
qor: synthesis.syn-instance-count 3733
qor: layout.register_with_the_most_flip_flops ram
qor: synthesis.topCellsByArea sky130_fd_sc_hd__edfxtp_1 (77%), sky130_fd_sc_hd__mux4_2 (13%), sky130_fd_sc_hd__mux2i_1 (1.7%)
qor: worst_setup_path.worstPathCellList buf_4 -> buf_4 -> buf_4 -> buf_4 -> mux4_2 -> o211ai_1 -> nand3_1 -> nor4_1 -> nor4_2 -> buf_4 -> clkdlybuf4s50_1
qor: final_timing.layout_min_cycle_time 20.85 ns
qor: final_timing.final-setup-viol-count 0
qor: synthesis.synth_stat.cells 3733
qor: power.p_leak 27.6 nW
qor: floorplan.placeableCoreArea 0.197 mm²
qor: drt.via_per_inst 5.62
qor: synthesis.part_of_the_yosys_area_used_for_sequential_elements 77.5%
qor: floorplan.top_level_ports 26
qor: final_timing.layout_worst_path_cycle_share 29.9%
qor: worst_setup_path.crit_path_start_kind flip-flop
qor: layout.layout-area-overhead-vs-synth 12.9%
qor: synthesis.yosys.area_share.simple 2.63%
qor: worst_setup_path.critical_path.most_common_cell sky130_fd_sc_hd__buf_4
qor: worst_setup_path.timing.critical_path.slowest_cell_delay 0.97 ns
qor: global_routing.initial_antenna_violation_count 8
qor: drt.drt-total-wl 195000 µm
qor: final_timing.max_slew.worst_pin.slew 1.24 ns
qor: synthesis.fa_ha_area_share 0%
qor: layout.layout.cells.most_common sky130_fd_sc_hd__edfxtp_1
qor: clock_network.numCtsBuffers 196
qor: layout.ratio_of_cells_with_drive_above_1_in_the_final_layout 24.1%
qor: synthesis.synth.top_cell.area_share 77.3%
qor: clock_network.hold_buffers 0
qor: final_timing.hold_viol_final 0
qor: power.p_total 2.53 mW
qor: power.maximum_vdd_drop 0.0238 mV
qor: worst_setup_path.worstSetupEndpointType primary output
qor: placement.port_buffer_count 25
qor: global_routing.globalRouteMet2Util 32.7%
qor: synthesis.synthesized_flop_and_latch_total 2056
qor: clock_network.cts_tree done
qor: synthesis.post-synth-top-area-cell sky130_fd_sc_hd__edfxtp_1
qor: drt.avgRoutedWirePerCell 28.9 µm
qor: worst_setup_path.path_max_fanout 35
qor: synthesis.synth-compound-area-share 3.42%
qor: layout.layout_top_registers ram (2048)
qor: drt.dr.first_iter.drc_count 2690
qor: final_timing.slew-limit-headroom 16.7%
qor: synthesis.dominantRegCellSynth sky130_fd_sc_hd__edfxtp_1
qor: layout.finish.instance_area 0.0898 mm²
qor: placement.placement.cell_area 0.0835 mm²
qor: global_routing.wire_length_of_the_first_global_routing_pass 283000 µm
qor: placement.final_weighted_congestion_of_routability_driven_global_placement 0.880
qor: synthesis.ys.warnings.count 1
qor: layout.n_fill_cell 16300
qor: worst_setup_path.path_delay_family buffers and inverters
qor: layout.regArea 0.0617 mm²
qor: layout.largest_register_ff_count 2048
qor: layout.multiInputGateArea 0.0166 mm²
qor: clock_network.post_cts.resized_instances 0
qor: worst_setup_path.worstSetupPathType flip-flop to primary output
qor: global_routing.grt.busiest_layer met2
qor: final_timing.fin_tns_setup 0 ns
qor: layout.final_cell_mix sky130_fd_sc_hd__edfxtp_1 (2048), sky130_fd_sc_hd__mux4_2 (454), sky130_fd_sc_hd__nor2_1 (279), sky130_fd_sc_hd__buf_4 (206), sky130_fd_sc_hd__clkbuf_16 (203)
qor: clock_network.cts_num_sinks 2056
qor: synthesis.post_synth_xor_area_fraction 0%
qor: final_timing.achievable-frequency 48.0 MHz
qor: global_routing.groute.usage.overall 21.8%
qor: clock_network.htree_num_levels 4
qor: worst_setup_path.slowest_stage sky130_fd_sc_hd__nor4_1
qor: worst_setup_path.crit_required 55.84 ns
qor: final_timing.whs 13.56 ns
qor: drt.route.vias.total 37900
qor: global_routing.largest_net_degree_at_the_start_of_global_routing 125
qor: floorplan.fp_util 40.3%
qor: floorplan.die_ar 0.201 mm²
qor: placement.dpl_cells 6375
qor: global_routing.global_route.usage.met1 27.5%
qor: synthesis.synth.cell_area 0.0796 mm²
qor: synthesis.synth_chip_area 0.0796 mm²
qor: global_routing.groute.layer.met3.usage 14.6%
qor: floorplan.core.rowCount 163
qor: global_routing.grt_pass1_vias 41600
qor: layout.finalNonFillerCells 6742
qor: clock_network.cts_setup_buffers 0
qor: final_timing.setup_repair_after_global_routing_missed_its_margin no
qor: floorplan.die_height 448 µm
qor: global_routing.grt.overflow.total 0
qor: power.power_density 28.2 mW/mm²
qor: synthesis.yosys-dominant-comb-family multiplexers
qor: job.drv_cap 0
qor: clock_network.clkSlewWorstSetupHoldPaths 0.06 ns
qor: drt.detail_route.drc_violations 0
qor: synthesis.enable_flop_cells 2048
qor: final_timing.timing_max_transition_violations_final 0
qor: job.total_number_of_warnings_across_the_stage_logs 29
qor: worst_setup_path.crit_arrival 6.89 ns
qor: placement.place_hpwl 117000 µm
qor: worst_setup_path.critical_path_buf_inv_count 6
qor: synthesis.synth_cell_types 55
qor: synthesis.mux_share_of_area 14.6%
qor: clock_network.cts_buffer_depth 3
qor: clock_network.cts.root.buffer_cell sky130_fd_sc_hd__clkbuf_16
qor: synthesis.synthArstFlopShare 0%
qor: drt.final_antenna_net_count 0
qor: drt.drt_pre_antenna_iters 5
==> area by class of cell <==
type | count | share of cell area, %
well taps | 2640 | 3.68
multi-input cells | 1442 | 18.5
clock buffers | 242 | 5.82
repair buffers | 235 | 2.13
diodes | 6 | 0.0167
clock inverters | 119 | 1.23
flip-flops and latches | 2056 | 68.6
inverters | 2 | 0.00836
==> report_power, final <==
group / internal (mW) / switching [mW] / leakage, nW / total (mW)
combinational: 0.0426 / 0.0793 / 6.02 / 0.122
sequential: 1.36 / 0.00250 / 18.5 / 1.36
clock: 0.600 / 0.447 / 3.11 / 1.05
total: 2.00 / 0.529 / 27.6 / 2.53
==> kinds of logic after synthesis <==
family          Yosys count
buf+inv                 235
mux                     591
flops                  2056
compound gates          385
simple gates            466
==> synthesized netlist by cell type (all sizes together) (12+ instances only) <==
library cell,number
mux2i,134
nand3,34
o21ai,12
nor2b,31
o22ai,28
a221oi,14
clkbuf,111
edfxtp,2048
nor4,27
o221ai,47
nor2,282
mux4,456
nand2,33
a22oi,133
nor3,22
a211oi,16
buf,122
a21oi,96
==> path summary, 6_finish.rpt <==
path | slack (ns) | start | to | depth (start not counted)
worst max-delay path | 48.95 | flip-flop | q[1] | 11
worst min-delay path | 13.56 | data[6] | ram[129][6]$_DFFE_PP_ | 1
==> metrics by stage <==
step / util, % / setup WS, ns
after floorplan: - / 53.71
after global placement: 42.3 / 49.31
after detailed placement: 42.3 / 49.49
after CTS: 45.5 / 48.58
after global routing: 45.5 / 48.49
final: 45.5 / 48.95
==> layer usage <==
metal | vias to the layer above | share of wire [%]
li1 | 16100 | -
met4 | 8 | 2.6
met1 | 19500 | 34
met5 | - | 0.12
met2 | 1997 | 49
met3 | 286 | 15
No activity file was given, so power comes from the tool's default toggle rates.
